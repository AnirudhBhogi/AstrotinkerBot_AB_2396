File: ./config.mk
export PLATFORM = sky130hd
export DESIGN_NAME = data_mem
export DESIGN_NICKNAME = data_mem
export VERILOG_FILES = /design/flow/design.v
export SDC_FILE = /design/flow/constraint.sdc
export NUM_CORES = 4
export LEC_CHECK = 1
export CORE_UTILIZATION = 30
File: ./constraint.sdc
current_design data_mem

set clk_period 53.6
set clk_io_pct 0.2

create_clock -name clk0 -period $clk_period [get_ports {clk}]

set non_clock_inputs [all_inputs -no_clocks]
set_input_delay [expr $clk_period * $clk_io_pct] -clock clk0 $non_clock_inputs
set_output_delay [expr $clk_period * $clk_io_pct] -clock clk0 [all_outputs]
File: ./design.v
module data_mem #(parameter DATA_WIDTH = 32, ADDR_WIDTH = 32, MEM_SIZE = 64) (
    input       clk, wr_en,
    input       [ADDR_WIDTH-1:0] wr_addr, wr_data,
    output      [DATA_WIDTH-1:0] rd_data_mem
);
reg [DATA_WIDTH-1:0] data_ram [0:MEM_SIZE-1];
assign rd_data_mem = data_ram[wr_addr[DATA_WIDTH-1:2] % 64];
always @(posedge clk) begin
    if (wr_en) data_ram[wr_addr[DATA_WIDTH-1:2] % 64] <= wr_data;
end
endmodule
File: ./run.sh
#!/bin/bash
# OpenROAD 26Q1-2900-gdf79404cd8, Yosys 0.63+post, stock flow scripts
make -C /OpenROAD-flow-scripts/flow DESIGN_CONFIG=/design/flow/config.mk WORK_HOME=/design/flow/orfs finish
==> summary.txt <==
yosys + openroad results -> row count=187, CP Capture Type=output pin, Mean Syn Cell Area=18.6 sq um, Worst Path Class, Setup=input pin to output pin, final worst-path cycle share=50.2%, Fin Setup TNS=0 ps, MI comb area=0.0160 sq mm, WP depth=11, antenna violation net count after detailed routing=0, Worst Path Buf+Inv=6, vias post-DR=41400, number of remaining DRC errors=0, Rel. slew slack=31.4%, Max-cap violations=0, # IOs=98, Yosys cell types=55, WL met2=95300 um, CP Cell Sequence=buf_8, buf_4, buf_4, buf_4, buf_4, mux4_2, mux2i_1, nor2_1, a2111oi_0, nand3_1, clkdlybuf4s50_1, status=finished, final reports clean, Die H=513 um, clock buffer depth=3, share of cells above drive strength 1=17.9%, postcts setup bufs=0, crit path launch=wr_addr[4], final tally of hold violations=0, CP Max Fanout=47, Tightest Pin Transition=1000 ps, biggest area cells=edfxtp_1 (79%), mux2i_1 (3.3%), mux4_2 (2.8%), mux2_2 (2.1%), a221oi_1 (2.0%), # port buffers=71, Syn. warnings=1, main flop type=edfxtp_1, sequential fraction of the synthesis area=78.6%, setup violators final=0, crit start category=input pin, fp util=30.2%, dpl ws=26620 ps, DR WL/cell=26.1 um, total CTS buffers=191, DIE AREA=0.263 sq mm, RSZ-0062 raised after global routing=false, vias in the first global route=43500, largest net degree at the start of global routing=78, yosys stat area=0.0783 sq mm, cells after synthesis=4207, initial antenna violation count=6, Detailed Routing Iterations Pass 1=8, Fmax=37.2 MHz, Global Route Usage Sum=16.7%, Root Driver=clkbuf_16, met3 routed WL=32700 um, Synth flops=2048, Post-Route M1 WL=72000 um, number of fill cells=23700, tool warnings=52, H-tree depth=4, asr flop ratio synth=0%, Slowest Stage Delay on Critical Path=700 ps, 1st-iter DRT viols=2789, post-layout worst setup margin=26680 ps, gr ovfl total=0, via-per-instance ratio=5.23, leading area contributor after synthesis=edfxtp_1, fin. max-slew vios=0, DP HPWL=116000 um, Top Layer Used=met5, cts hold-fix bufs=0, register cell area after layout=0.0615 sq mm, core area=0.259 sq mm, CTS sink count=2048, final wirelength=207000 um, Mapped Area=0.0783 sq mm, yosys cell count=4207, Top-area cell share=78.6%, Final min period=26920 ps, Chip Width=513 um, Post-synth EDFFs=2048, PD cells=36.1 mW/mm^2, CP dominant cell by count=buf_4, leakage power=28.1 nW, Hold Path Class=input pin to register, Hold Crit Depth=1, max reg flops=2048, first-pass GRT wire length=299000 um, CTS tree=yes, Layout area overhead=14.7%, peak supply drop=0.0323 mV, Clock Pin Slew Worst Setup and Hold Paths=60 ps, slowest CP cell=a2111oi_0, post-CTS sizing=0, CP required=42880 ps, largest delay contributor family on the critical path=buffers and inverters, crit path capture=rd_data_mem[6], Placer Congestion=0.872, CP Data Arrival Time=16200 ps
## per-stage QoR
step	hold slack, ps	area [sq um]	utilization (%)	instances	total power, mW
2_1_floorplan	10820	78300	-	4207	1.89
3_3_place_gp	10990	83800	32.3	7576	1.98
3_5_place_dp	10990	83800	32.3	7576	1.99
4_1_cts	10120	89800	34.6	7919	3.27
5_1_grt	10130	89800	34.6	7919	3.35
6_report	10180	89800	34.6	7921	3.24
## area by class of cell
type / count / area share (%)
sequential: 2048 / 68.5
multi-input combinational: 1859 / 17.9
clock buffer: 255 / 5.76
tap: 3402 / 4.74
timing repair buffer: 265 / 2.27
clock inverter: 88 / 0.831
inverter: 2 / 0.0167
antenna: 2 / 0.00558
## worst min path at each step
stage,to,startpoint
global route,data_ram[43][15],wr_data[15]
finish,data_ram[43][15],wr_data[15]
CTS,data_ram[43][15],wr_data[15]
## cell usage after synthesis, types with 43 or more instances
| library cell | number |
|---|---|
| edfxtp_1 | 2048 |
| mux2_2 | 147 |
| a221oi_1 | 175 |
| nor2_1 | 145 |
| o22a_1 | 70 |
| a22o_1 | 66 |
| o22ai_1 | 93 |
| nand3_1 | 54 |
| buf_2 | 83 |
| and3_1 | 85 |
| a31oi_1 | 43 |
| clkbuf_1 | 168 |
| a22oi_1 | 188 |
| o21ai_0 | 84 |
| a21oi_1 | 121 |
| mux2i_1 | 259 |
| mux4_2 | 96 |
## metal layers
layer,up-vias,global-route usage (%)
li1,17900,-
met1,20700,19.4
met2,2491,24.9
met3,333,12.2
met4,10,4.23
met5,-,0.475
## report_power, final
| group | leakage, nW | internal [mW] | switching (mW) | total [mW] |
|---|---|---|---|---|
| combinational | 6.80 | 0.0560 | 0.118 | 0.174 |
| sequential | 18.4 | 1.77 | 0.00217 | 1.78 |
| clock | 2.88 | 0.732 | 0.563 | 1.29 |
## placed cells by master (no fill, tap or decap), types with 43 or more instances in the layout
master,synthesis,layout
mux2i_1,259,259
a221oi_1,175,175
a22oi_1,188,188
a31oi_1,43,43
clkbuf_1,168,57
and3_1,85,85
mux4_2,96,96
buf_4,8,193
mux2_2,147,147
nand3_1,54,53
o22ai_1,93,93
nor2_4,0,67
o21ai_0,84,84
clkbuf_16,0,198
edfxtp_1,2048,2048
o22a_1,70,70
a21oi_1,121,121
a22o_1,66,66
nor2_1,145,77
## logic make-up (layout without fill, tap and decap cells)
| kind of cell | after synthesis | after routing | share of synthesized area, % |
|---|---|---|---|
| flops | 2048 | 2048 | 78.6 |
| compound gates | 933 | 933 | 8.73 |
| mux | 502 | 502 | 8.19 |
| simple gates | 424 | 424 | 2.83 |
| buf+inv | 300 | 610 | 1.70 |
| other cells | 0 | 2 | 0 |
No activity file was given, so power comes from the tool's default toggle rates.
