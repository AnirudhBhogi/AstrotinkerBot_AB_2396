[./constraint.sdc]
current_design cpu_controller

set clk_period 16.0
set clk_io_pct 0.2

create_clock -name clk0 -period $clk_period [get_ports {bdm}]
create_clock -name clk1 -period $clk_period [get_ports {clock}]

set non_clock_inputs [all_inputs -no_clocks]
set_input_delay [expr $clk_period * $clk_io_pct] -clock clk0 $non_clock_inputs
set_output_delay [expr $clk_period * $clk_io_pct] -clock clk0 [all_outputs]
[./design.v]
module cpu_controller(
	input clock,
	input [3:0] f_cdc_code,
	input rx_complete,
	input [7:0] c_node,
	input f_found,
	input [31:0] ReadData,
	input [31:0] DataAdr,
	input [31:0] WriteData,
	input MemWrite,
	output reg [3:0] unit,
	output reg [7:0] n_risc_node,
	output reg enable,
	output reg [31:0] Ext_DataAdr,
	output reg [31:0] Ext_WriteData,	
	output reg Ext_MemWrite,
	output reg rst,
	input req,
	output reg ack,
	output ifm_eu, ifm_ru, ifm_cu,
	input bdm
);
	parameter SU = 3'b001,
				 B1 = 3'b011,
				 B3 = 3'b100,
				 AU = 3'b101,
				 E_U = 3'b110,
				 R_U = 3'b111,
				 C_U = 4'b1000,
				 B2  = 4'b1001,
				 B4  = 4'b1010;
	reg [1:0] S0 = 2'b01,
				 S1 = 2'b10,
			  init = 2'b00;
	parameter start_addr = 32'h02000000,
				 end_addr 	= 32'h02000004, 
				 node_addr 	= 32'h02000008,
				 cpu_addr 	= 32'h0200000c,
				 clear_start= 4'b0111,
				 clear_end	= 4'b1000,
				 clear_node	= 4'b1001,
				 clear_cpu	= 4'b1010,
				 init_cpu	= 4'b1011,
				 init_node	= 4'b1100,
				 start_point= 4'b0001,
				 end_point	= 4'b0010,
				 cpu_process= 4'b0011,
				 path_form	= 4'b0100,
				 path_share	= 4'b0101,
				 IFM			= 4'b0000,
				 delay		= 4'b1101,
				 PBM			= 4'b1110;
	reg [239:0] path = 0;
	reg [7:0] START_POINT, END_POINT;
	reg [3:0] state = IFM, nstate;
	reg [1:0] cdc_state;
	reg [7:0] p_node = 8'd1;
	reg ask_ifm=1'b0, given_ifm=1'b0;
	reg [19:0] messages_ifm, messages_pbm;
	reg [3:0] message_ifm, message_pbm;
	reg [7:0] f_node;
	reg [7:0] f_prev_node;
	reg [3:0] f_unit;
	reg [5:0] index;
	reg [55:0] ESU = {8'd20, 8'd24, 8'd25, 8'd26, 8'd27, 8'd26, 8'd28};
	reg [71:0] RSU = {8'd12, 8'd13, 8'd14, 8'd15, 8'd14, 8'd16, 8'd17, 8'd16, 8'd18};
	reg [55:0] CSU = {8'd2, 8'd3, 8'd4, 8'd5, 8'd4, 8'd6, 8'd7};
	reg [7:0] EU_SP = 8'd29, E_U_EP = 8'd20, START = 8'd0, B1_P = 8'd22, B3_P = 8'd23, RU_SP = 8'd19, CU_SP = 8'd8, B2_P = 8'd10, B4_P = 8'd11;
	integer counter = 0;
	reg ifm [2:0];
	reg bdm_reg = 1'b0, reset_bdm = 1'b0;
	assign ifm_eu = ifm[0];
	assign ifm_ru = ifm[1];
	assign ifm_cu = ifm[2];
	initial begin
		rst = 1'b1; 
		END_POINT = 8'd0;
		START_POINT = 8'd0;
		Ext_MemWrite = 0;
		Ext_WriteData = 32'h0;
		Ext_DataAdr = 32'h0;
		p_node = 1;
		messages_ifm = 20'b0;
		message_ifm = 4'b0;
		messages_pbm = 20'b0;
		message_pbm = 4'b0;
		n_risc_node = 8'd0;
		enable = 1'b0;
		index = 5'b0;
		cdc_state = init;
		ack = 1'b0;
		ifm[0] = 1'b0; ifm[1] = 1'b0; ifm[2] = 0;
		f_prev_node = 8'b0;
	end
	always @(posedge bdm or posedge reset_bdm)
	begin
		if(reset_bdm)
			bdm_reg <= 1'b0;
		else
			bdm_reg <= 1'b1;
	end
	always @(negedge clock)
	begin
		case(cdc_state)
		 init : begin 
						if(req && !ack) 
						begin 
							message_ifm <= f_cdc_code; given_ifm <= 1'b1; ack <= 1'b1;
							case(f_cdc_code)
								4'b0001 : ifm[0] <= 1'b1;
								4'b0100 : ifm[1] <= 1'b1;
								4'b0101 : ifm[2] <= 1'b1;
							endcase
						end
						if(!req && ack) begin cdc_state <= S0; ack <= 1'b0; end
				  end
			S0	: begin
						if(req && !ack) 
						begin 
							if(f_cdc_code == 4'b0001 || f_cdc_code == 4'b0100 || f_cdc_code == 4'b0101) 
							begin
								messages_ifm <= messages_ifm | (f_cdc_code << index);
								case(f_cdc_code)
									4'b0001 : ifm[0] <= 1'b1;
									4'b0100 : ifm[1] <= 1'b1;
									4'b0101 : ifm[2] <= 1'b1;
								endcase
							end  
							else
							begin 
								message_pbm <= f_cdc_code; 
							end  
							ack <= 1'b1;
						end
						else
						begin
							if(ask_ifm && !given_ifm)
							begin
								message_ifm <= messages_ifm[3:0];
								index <= index - 5'd4;
								given_ifm <= 1'b1;
								messages_ifm <= {4'b0, messages_ifm[19:4]};
								case(messages_ifm[3:0])
									4'b0001 : ifm[0] <= 1'b1;
									4'b0100 : ifm[1] <= 1'b1;
									4'b0101 : ifm[2] <= 1'b1;
								endcase								
							end
							if(!ask_ifm)
							begin
								given_ifm <= 1'b0;
							end
						end
						if(!req && ack) begin cdc_state <= S0; ack <= 1'b0; end
			     end
			default : begin cdc_state <= S0; end
		endcase
	end
	always @(posedge clock)
	begin
		case(state)
			IFM			: 	begin
									reset_bdm <= 1'b0;
									if(!given_ifm)
										ask_ifm <= 1'b1;
									else
									begin
										ask_ifm <= 1'b0;
										case(message_ifm)
											4'b0001 : begin
															unit <= E_U;
															f_unit <= E_U;
															END_POINT <= EU_SP;
															START_POINT <= n_risc_node;
															state <= start_point;
															rst <= 1'b1;
															path <= {path[239:72], ESU};
															end
											4'b0100	: begin
															unit <= R_U;
															f_unit <= R_U;
															END_POINT <= RU_SP;
															START_POINT <= n_risc_node;
															state <= start_point;
															rst <= 1'b1;
															path <= {path[239:72], RSU};
															end
											4'b0101	: begin
															unit <= C_U;
															f_unit <= C_U;
															END_POINT <= CU_SP;
															START_POINT <= n_risc_node;
															state <= start_point;
															rst <= 1'b1;
															path <= {path[239:72], CSU};
															end
											default : begin if(enable && ((unit != E_U))) 
																	begin
																		enable <= 1'b0;
																	end
															end 
										endcase
									end
								end
			PBM			: begin
										case(message_pbm)				
											4'b0010 : begin
															unit <= B1;
															END_POINT <= B1_P;
															START_POINT <= n_risc_node;
															state <= start_point;
															rst <= 1'b1;
															f_node <= n_risc_node;
															f_prev_node <= c_node;
														end
											4'b0011 : begin
															unit <= B3;
															END_POINT <= B3_P;
															START_POINT <= n_risc_node;
															state <= start_point;
															f_node <= n_risc_node;
															rst <= 1'b1;
															f_prev_node <= c_node;
														end
											4'b0110  : begin
															unit <= B2;
															END_POINT <= B2_P;
															START_POINT <= n_risc_node;
															state <= start_point;
															rst <= 1'b1;
															f_node <= n_risc_node;
															f_prev_node <= c_node;
														end
											4'b0111  : begin
															unit <= B4;
															END_POINT <= B4_P;
															START_POINT <= n_risc_node;
															state <= start_point;
															rst <= 1'b1;
															f_node <= n_risc_node;
															f_prev_node <= c_node;
														end
											default : begin if(enable && ((unit != E_U) && (unit != R_U) && (unit != C_U)) && (n_risc_node == c_node))
																	begin
																		enable <= 1'b0;
																	end
															end 
										endcase
								end
			start_point	: begin
										enable <= 1'b1;
										Ext_MemWrite <= 1'b1; Ext_DataAdr <= start_addr; Ext_WriteData <= {{24{1'b0}},END_POINT}; 
										if((DataAdr == start_addr) && (WriteData[7:0] == END_POINT))
											state <= clear_start;
							  end
			clear_start	: begin Ext_MemWrite <= 1'b0; Ext_DataAdr <= 32'h0; Ext_WriteData <= 32'h0; state <= end_point; end
			end_point	: begin
									   Ext_MemWrite <= 1'b1; Ext_DataAdr <= end_addr; Ext_WriteData <= {{24{1'b0}},START_POINT};
										if((DataAdr == end_addr) && (WriteData[7:0] == START_POINT))
											state <= clear_end;
							  end
			clear_end	: begin Ext_MemWrite <= 1'b0; Ext_DataAdr <= 32'h0; 		Ext_WriteData <= 32'h0; state <= init_node; end
			init_node	: begin Ext_MemWrite <= 1'b1; Ext_DataAdr <= node_addr; Ext_WriteData <= 32'b0; 
									  if((DataAdr == node_addr) && (WriteData[7:0] == 8'b0))
										state <= clear_node; 
								end
			clear_node	: begin Ext_MemWrite <= 1'b0; Ext_DataAdr <= 32'h0; 		Ext_WriteData <= 32'h0; state <= init_cpu; end
			init_cpu		: begin Ext_MemWrite <= 1'b1; Ext_DataAdr <= cpu_addr;  Ext_WriteData <= 32'b0; 
									  if((DataAdr == cpu_addr) && (WriteData[7:0] == 8'b0))
										state <= clear_cpu; 
							  end
			clear_cpu	: begin Ext_MemWrite <= 1'b0; Ext_DataAdr <= 32'h0; Ext_WriteData <= 32'h0; state <= path_form;	end
			path_form	: begin
									 if(MemWrite && (DataAdr === cpu_addr) && WriteData[0]) 
										begin state <= path_share; rst <= 1'b1; path <= {8'b0, path[239:8]};  end
									 else
									  begin rst <= 1'b0; end
									  if((DataAdr === node_addr) && MemWrite) 
									  begin path <= {path[231:0], WriteData[7:0]}; end
								end
		   path_share	: begin
									if(c_node != p_node)
									begin
										n_risc_node <= path[7:0];
										p_node <= c_node;
										path <= {8'b0, path[239:8]};
									end
									if((unit == B1) || (unit == B3) || (unit ==B2) || (unit == B4))
									begin
										if((n_risc_node == f_node) && (f_unit == 0) && bdm_reg)
										begin
											nstate <= IFM;
											state <= delay;
											path <= 0;
											reset_bdm <= 1'b1;
											unit <= 0;
											if(messages_ifm == 0)
											begin
												enable <= 1'b0;
											end
										end
									end
									if(f_found)
									begin
										case(unit)
										E_U : begin
													nstate <= PBM;
													state <= delay;
													path <= 0;
												end
										R_U : begin
													nstate <= PBM;
													state <= delay;
													path <= 0;
												end
										C_U : begin
													nstate <= PBM;
													state <= delay;
													path <= 0;
												end
										endcase
									end
									if(path==0)
									begin
										if((unit == B1 || unit == B3 || unit == B2 || unit == B4) && f_unit != 0)
										begin
											nstate <= start_point;
											state <= delay;
											path <= 0;
											START_POINT <= n_risc_node;
											f_unit <= 0; 
											END_POINT <= f_node;
											path <= {path[223:0], f_node, f_prev_node};
										end
									end
								end
			delay			: begin
									if(counter >= 15000000)
									begin
										state <= nstate;
										counter <= 0;
									end
									else
									begin
										counter <= counter + 1;
									end
								end
			default		: state <= IFM;
		endcase
	end
endmodule
[./run.sh]
#!/bin/bash
# OpenROAD 26Q1-2900-gdf79404cd8, Yosys 0.63+post, stock flow scripts
make -C /OpenROAD-flow-scripts/flow DESIGN_CONFIG=/design/flow/config.mk WORK_HOME=/design/flow/orfs finish
[./config.mk]
export PLATFORM = sky130hd
export DESIGN_NAME = cpu_controller
export DESIGN_NICKNAME = cpu_controller
export VERILOG_FILES = /design/flow/design.v
export SDC_FILE = /design/flow/constraint.sdc
export NUM_CORES = 4
export LEC_CHECK = 1
export CORE_UTILIZATION = 50
export SYNTH_HDL_FRONTEND = slang
==> impl_summary.log <==
[flow] final metrics
INFO  metric holdCritStartpoint = bdm_reg$_DFF_PP0_
INFO  metric cp_slowest_stage_delay = around 460 ps
INFO  metric postSynthAreaPerCell = ~12 um^2
INFO  metric post_synth_xor_area_fraction = 2.64%
INFO  metric ys_types = around 66
INFO  metric finalSetupViolCount = 0
INFO  metric seq_area_frac_synth = 46.5%
INFO  metric min_path_cells = 4
INFO  metric rsz_0062_raised_after_global_routing = false
INFO  metric core-area = between 40000 and 50000 um^2
INFO  metric largest-register = path
INFO  metric first_global_vias = 16200
INFO  metric final_hpwl_from_detailed_placement = about 40 mm
INFO  metric via_count = between 15000 and 20000
INFO  metric p_sw_share = between 30% and 40%
INFO  metric biggestRegsByFlops = path (240), counter (32)
INFO  metric enable_flop_cells = 366
INFO  metric critical-path-top-delay-family = buffers and inverters
INFO  metric internal-power = between 0.002 and 0.003 W
INFO  metric cts_tree = yes
INFO  metric hold_violations = 0
INFO  metric antenna_cells_inserted = 0
INFO  metric worstMarginPinSlew = slightly below 1000 ps
INFO  metric syn_inst = 2017
INFO  metric yosysWarnings = 0
INFO  metric cts.clk_slew.worst_paths = 60 ps
INFO  metric clkPwrFrac = about a fifth
INFO  metric setup.worst_path.end_class = primary output
INFO  metric nFillCells = between 3000 and 4000
INFO  metric layout-area-overhead-vs-synth = 9.89%
INFO  metric grt_first_pass_wirelength = roughly 97 mm
INFO  metric max_slew_violation_count = 0
INFO  metric postCtsHoldBufs = 0
INFO  metric path_category_of_the_worst_min_delay_check = flip-flop to flip-flop
INFO  metric fin_worst_skew = between 40 and 50 ps
INFO  metric clock_tree.htree_level_count = 2
INFO  metric part_of_the_total_power_dissipated_in_sequential_elements = between 40% and 50%
INFO  metric async_reset_ff_share = 0.269%
INFO  metric synth.cellmix.adderShare = 0.157%
INFO  metric clock_path_buffers = 3
INFO  metric cts-resized-gates = 0
INFO  metric vias_per_instance = 6.34
INFO  metric gp_routability_congestion = 0.914
INFO  metric post-cts-setup-buffers = 0
INFO  metric die_height = 221 um
INFO  metric crit_arrival = around 9400 ps
INFO  metric synth.cellmix.simpleShare = slightly below 8%
INFO  metric num_io_pins = 197
INFO  metric logic_family = multiplexers
INFO  metric aoi_share = around 18%
INFO  metric static-leakage-power = between 9 and 10 nW
INFO  metric number_of_synthesized_register_bits = roughly 370
INFO  metric number_of_antenna_violations_at_the_first_check_in_global_routing = 0
INFO  metric totalNegativeSetupSlack = 0 ps
INFO  metric rows = 79
INFO  metric synth.mux.area_fraction = approximately a fifth
INFO  metric criticalPathCategory = flip-flop to primary output
INFO  metric portBuffers = between 80 and 90
INFO  metric startpoint_type = flip-flop
INFO  metric drc = 0
INFO  metric dr.first_iter.drc_count = approximately 1300
INFO  metric path_max_fanout = 2
INFO  metric holdPathEnd = reset_bdm$_DFFE_PP_
INFO  metric ff2ff_path_depth = 5
INFO  metric place_worst_setup_slack = 2830 ps
INFO  metric power.density = approximately 180 nW/um^2
INFO  metric cts_inserted_buffers = ~44
INFO  metric drive_above_1_share = approximately 10%
INFO  metric drtPass1Iterations = 6
INFO  metric routed_wirelength = about 64 mm
INFO  metric end_of_the_worst_register_to_register_path = path[196]$_DFFE_PP_
INFO  metric totalPowerFinal = 0.00482 W
INFO  metric power.share.combinational = about a third
INFO  metric stage_log_warnings = roughly 110
INFO  metric yosys-stat-area = around 24000 um^2
INFO  metric outcome = completed
INFO  metric ys_cells = a little over 2000
INFO  metric floorplan_utilization = between 50% and 60%
INFO  metric critPathRequiredTime = roughly 13000 ps
INFO  metric power.switching = 0.00188 W
INFO  metric die-width = about 220 um
INFO  metric worst-r2r-setup-slack = approximately 4600 ps
INFO  metric max_rail_drop_vdd = about 0.00012 V
INFO  metric detail_route.wl_per_cell = between 20 and 25 um
INFO  metric r2r_start = message_ifm[1]$_DFFE_NP_
INFO  metric critical_path.n_buffers_inverters = 1
INFO  metric max-cap-violations = 0
INFO  metric clockRootBuffer = clkbuf_16
INFO  metric grt.total_usage = approximately 28%
INFO  metric critical_path.slowest_cell = clkdlybuf4s50_1
INFO  metric mappedNetlistArea = 23900 um^2
INFO  metric dominantRegCellSynth = edfxtp_1
INFO  metric slew-limit-headroom = roughly a third
INFO  metric globalRouteOverflowTotal = 0
INFO  metric postRouteAntennaNets = 0
INFO  metric grt_start_max_net_pins = between 100 and 150
INFO  metric layout_setup_ws = 3390 ps
INFO  metric dieArea = between 40000 and 50000 um^2
INFO  metric largest_reg_flops = roughly 240
INFO  metric cp_cell_sequence = clkdlybuf4s50_1
[how the worst max path moves through the flow]
stage / startpoint / to / slack, ps / depth (start not counted)
after CTS: ifm[0][1]$_DFF_N_ / ifm_ru / 3360 / 1
final: ack$_SDFFCE_NP0N_ / ack / 3390 / 1
after global routing: req / message_ifm[0]$_DFFE_NP_ / 3260 / 5
[cells in the mapped netlist (5+ instances only)]
| cell type | number | area [um^2] |
|---|---|---|
| a32o_1 | 5 | 50.1 |
| nor2b_1 | 8 | 50.1 |
| a22o_1 | 11 | 96.3 |
| a21o_1 | 6 | 45.0 |
| edfxtp_1 | 366 | 11000 |
| o221a_2 | 9 | 101 |
| nand2_1 | 46 | 173 |
| buf_12 | 11 | 220 |
| buf_1 | 24 | 90.1 |
| inv_1 | 35 | 131 |
| a31oi_1 | 11 | 68.8 |
| nor4_1 | 102 | 638 |
| o21a_1 | 31 | 233 |
| o21ai_1 | 146 | 731 |
| a21oi_1 | 19 | 95.1 |
| nand3_1 | 21 | 105 |
| o22ai_1 | 27 | 169 |
| nor3_1 | 19 | 95.1 |
| xor2_1 | 43 | 377 |
| or2_2 | 5 | 31.3 |
| or4_1 | 6 | 45.0 |
| buf_6 | 6 | 67.6 |
| dfxtp_1 | 5 | 100 |
| and3_1 | 9 | 56.3 |
| xnor2_1 | 29 | 254 |
| nand4_1 | 38 | 238 |
| o21ai_0 | 77 | 385 |
| clkbuf_1 | 77 | 289 |
| nor2_1 | 60 | 225 |
| a2bb2oi_1 | 62 | 543 |
| buf_2 | 18 | 90.1 |
| buf_4 | 53 | 398 |
| o22a_1 | 7 | 61.3 |
| a2bb2oi_2 | 101 | 1520 |
| mux2i_1 | 464 | 4640 |
[cells in the final DEF, fill, tap and decap left out, types with 11 or more instances in the layout]
master,n
mux2i_1,464
edfxtp_1,366
o21ai_1,146
nor4_1,101
a2bb2oi_2,101
clkdlybuf4s50_1,85
o21ai_0,77
a2bb2oi_1,62
nor2_1,58
conb_1,55
inv_1,54
nand2_1,44
clkbuf_16,44
xor2_1,43
nand4_1,38
o21a_1,31
xnor2_1,29
o22ai_1,27
buf_4,27
nand3_1,21
nor3_1,19
a21oi_1,18
clkbuf_1,14
a31oi_1,11
a22o_1,11
clkinv_1,11
[stage by stage]
step                      instances  hold slack, ps  utilization (%)  instance area, um^2
final                          2699             233             56.1                26300
after global routing           2699             294             56.1                26300
after detailed placement       2605            87.8             53.2                24900
after global placement         2605             111             53.2                24900
after floorplan                2070            82.4                -                24100
after CTS                      2699             213             56.1                26300
[metal layers]
layer	vias to the layer above	share of wire, %	global-route usage [%]
li1	7995	-	-
met1	8391	45	46.2
met2	637	44	37.8
met3	98	8.5	8.15
met4	4	2.3	5.84
met5	-	0.19	1.92
[power groups by stage]
stage	Clock [W]	Combinational [W]	Sequential, W
CTS	0.000972	0.00162	0.00223
global route	0.00101	0.00177	0.00230
finish	0.000952	0.00162	0.00225
[layout make-up]
| type | count | area (um^2) | area share, % |
|---|---|---|---|
| well taps | 607 | 759 | 2.89 |
| clock buffers | 58 | 1150 | 4.39 |
| clock inverters | 37 | 203 | 0.772 |
| flip-flops and latches | 372 | 11100 | 42.3 |
| inverters | 36 | 135 | 0.514 |
| multi-input cells | 1472 | 11800 | 44.7 |
| repair buffers | 117 | 1150 | 4.39 |
[cell families after synthesis]
kind of cell | count (synthesis)
buffers and inverters | 226
adder cells (fa/ha/maj) | 3
XOR/XNOR | 72
flip-flops | 372
multiplexers | 465
AND-OR/OR-AND | 536
other | 2
AND/OR/NAND/NOR | 341
Power and IR drop assume default switching activity.
