## flow/config.mk

```make
export PLATFORM = sky130hd
export DESIGN_NAME = uart_tx
export DESIGN_NICKNAME = uart_tx
export VERILOG_FILES = /design/flow/design.v
export SDC_FILE = /design/flow/constraint.sdc
export NUM_CORES = 4
export LEC_CHECK = 1
export CORE_UTILIZATION = 50
```

## flow/constraint.sdc

```tcl
current_design uart_tx

set clk_period 3.8
set clk_io_pct 0.2

create_clock -name clk0 -period $clk_period [get_ports {clk_50M}]

set non_clock_inputs [all_inputs -no_clocks]
set_input_delay [expr $clk_period * $clk_io_pct] -clock clk0 $non_clock_inputs
set_output_delay [expr $clk_period * $clk_io_pct] -clock clk0 [all_outputs]
```

## flow/design.v

```verilog
module uart_tx(
    input  clk_50M,
	 input out,
	 input  [4:0] forc_detect_cdc,
    output reg tx,
	 input req,
	 output reg ack,
	 output reg clk_115200
);
integer count=0;
integer j=0; 
parameter S0=0,S1=1,S2=2,S3=3,S4=4,S5=5,S6=6,S7=7,S8=8,S9=9,S10=10,idle =11;
reg [3:0] state=idle;
reg [4:0] prev_forc;
integer counter=216;
integer index=0;
reg [103:0] memory;
reg [7:0] data;
reg [4:0] forc_detect;
integer base;
reg cdc_state;
reg flag = 0;
reg [4:0]   ESU1 = 5'd1,
				ESU2 = 5'd2,
				ESU3 = 5'd3,
				CSU1 = 5'd4,
				CSU2 = 5'd5,
				CSU3 = 5'd6,
				RSU1 = 5'd7,
				RSU2 = 5'd8,
				RSU3 = 5'd9,
				RSU4 = 5'd10,
				B1	  = 5'd11,
				B2	  = 5'd12,
				B3   = 5'd13,
				B4   = 5'd14,
				BDM  = 5'd15,
				STOP = 5'd31;
reg [31:0] unit_name;
reg [15:0] block_name;
initial begin
	tx = 1; clk_115200 = 0; memory = 0; data = 0; flag = 0; unit_name = 0; block_name = 0; prev_forc = 5'b0; forc_detect = 5'b0; ack = 1'b0; cdc_state = S0;
end
always @(posedge clk_50M)
begin
	if(counter>=216)
	begin
		clk_115200<=~clk_115200;
		counter<=0;
	end
	else
	begin
		counter<=counter+1;
	end
end
always @(posedge clk_115200)
begin
	case(state)
	 idle: begin 
					if(data!=0) 
					 begin state<=S1;tx<=0; end
					 else
					 begin tx<=1;
							 if(prev_forc!=forc_detect)
						    begin 
								begin
									case(forc_detect)
										ESU1 : begin memory <= "#-1USE-MI"; data <= "F";  unit_name <= "1USE"; end
										ESU2 : begin memory <= "#-2USE-MI"; data <= "F";  unit_name <= "2USE"; end
										ESU3 : begin memory <= "#-3USE-MI"; data <= "F";  unit_name <= "3USE"; end
										CSU1 : begin memory <= "#-1USC-MI"; data <= "F";  unit_name <= "1USC"; end
										CSU2 : begin memory <= "#-2USC-MI"; data <= "F";  unit_name <= "2USC"; end
										CSU3 : begin memory <= "#-3USC-MI"; data <= "F";  unit_name <= "3USC"; end
										RSU1 : begin memory <= "#-1USR-MI"; data <= "F";  unit_name <= "1USR"; end
										RSU2 : begin memory <= "#-2USR-MI"; data <= "F";  unit_name <= "2USR"; end
										RSU3 : begin memory <= "#-3USR-MI"; data <= "F";  unit_name <= "3USR"; end
										RSU4 : begin memory <= "#-4USR-MI"; data <= "F";  unit_name <= "4USR"; end
										B1	  : begin memory <= "#-1B-US-MP";data <= "B";  block_name <= "1B"; end
										B2	  : begin memory <= "#-2B-US-MP";data <= "B";  block_name <= "2B"; end
										B3	  : begin memory <= "#-3B-US-MP";data <= "B";  block_name <= "3B"; end
										B4	  : begin memory <= "#-4B-US-MP";data <= "B";  block_name <= "4B"; end
										BDM  : begin memory <= {"#-",block_name,"-",unit_name,"-MD"}; data <= "B"; end
										STOP : begin memory <= "#-DN"; data <= "E"; end
										default : begin data <= 0; end
									 endcase
								 end
								flag <= 0;
								prev_forc <= forc_detect;
							 end
							 else
								data <= 0;
					 end
			 end
		S1: begin state<=S2;tx<=data[state-1]; end
		S2: begin state<=S3;tx<=data[state-1]; end
		S3: begin state<=S4;tx<=data[state-1]; end
		S4: begin state<=S5;tx<=data[state-1]; end
		S5: begin state<=S6;tx<=data[state-1]; end
		S6: begin state<=S7;tx<=data[state-1]; end
		S7: begin state<=S8;tx<=data[state-1]; end
		S8: begin state<=S9;tx<=data[state-1]; end
		S9: begin tx<=1;state<=idle;data<=memory[7:0];memory <= {8'b0,memory[103:8]}; end
		default: state<=idle;
	endcase
end
	always @(negedge clk_115200)
	begin
		case(cdc_state)
			S0 : begin 
						if(req && !ack) begin forc_detect <= forc_detect_cdc; ack <= 1'b1;end
						if(!req && ack) begin cdc_state <= S1; ack <= 1'b0; end
				  end
			S1	: begin
						if(req && !ack) 
						begin 
							forc_detect <= forc_detect_cdc;
							ack <= 1'b1;
						end
						if(!req && ack) begin cdc_state <= S1; ack <= 1'b0; end
			     end
			default : begin cdc_state <= S1; end
		endcase
	end
endmodule
```

## flow/run.sh

```bash
#!/bin/bash
# OpenROAD 26Q1-2900-gdf79404cd8, Yosys 0.63+post, stock flow scripts
make -C /OpenROAD-flow-scripts/flow DESIGN_CONFIG=/design/flow/config.mk WORK_HOME=/design/flow/orfs finish
```

==> ci_impl_report.md <==
## Implementation flow summary

| Metric | Value |
|---|---|
| Outcome | `finished clean` |
| Die Ht | `113 um` |
| Post-route DRC | `0` |
| Core box area | `12000 um2` |
| Transition time at the pin with the least slew margin | `0.939 ns` |
| Number of non-filler instances in the completed layout | `~670` |
| Buffer cell driving the clock tree root | `sky130_fd_sc_hd__clkbuf_16` |
| Post-synth ARST share | `0%` |
| Antenna violations before repair | `0` |
| Final hold slack | `between 0.4 and 0.5 ns` |
| Worst setup SP type | `flip-flop` |
| Global-route wire length before repair | `between 15000 and 20000 um` |
| Leading area contributor after synthesis | `sky130_fd_sc_hd__edfxtp_1` |
| Grt ovf | `0` |
| Average routed wire per standard cell | `15.8 um` |
| Sequential area share after synthesis | `60.8%` |
| # Cells Yosys | `around 530` |
| Time the worst path needs with I/O delays and setup | `approximately 2.0 ns` |
| Sum of internal, switching and leakage power | `0.000750 W` |
| Post-synthesis instance area | `6120 um2` |
| Gate family responsible for the most delay along the worst path | `simple AND/OR/NAND/NOR gates` |
| Log Warnings | `31` |
| Register pins left without a clock | `102` |
| Share of the core filled by cells before placement | `51.2%` |
| Type of destination of the critical path | `flip-flop` |
| Fraction of layout instances using a drive strength above 1 | `8.59%` |
| Post-Place Cells | `roughly 660` |
| Clock buffer depth | `2` |
| Final Routed Wirelength | `between 10000 and 15000 um` |
| Gate Area | `2210 um2` |
| Crit path largest cell delay | `0.61 ns` |
| Critical path fanouts, max | `11` |
| Clock-pin transition on the worst setup and hold timing paths | `0.05 ns` |
| Global Route Usage Sum | `around a fifth` |
| Violation count after the first detailed-route iteration | `178` |
| Relative slew slack | `36.9%` |
| Final setup violation count | `0` |
| Post_cts resized | `0` |
| Post-DP HPWL | `6830 um` |
| Total buffers and inverters traversed by the critical path | `0` |
| Slowest library cell on the worst path | `sky130_fd_sc_hd__nor3_2` |
| Fmax | `0.506 GHz` |
| Data arrival, critical path | `about 2.2 ns` |
| Category of the most critical setup path | `reg -> reg` |
| Share of total power in combinational logic | `less than 1%` |
| Source-to-sink clock delay at the later pin of the worst-skew pair | `0.27 ns` |
| Count of inserted antenna diode cells | `0` |
| Input/output buffers | `9` |
| Routed vias/inst | `roughly 5.6` |
| Overall chip area | `~13000 um2` |
| Switching part of the total power | `18.0%` |
| Mean post-synth cell area | `11.5 um2` |
| Fraction of post-synthesis cell area in the top cell type by area | `between 50% and 60%` |
| Leak Pwr | `2.44 nW` |
| Flops after synth | `135` |
| CTS Buf Count | `5` |
| Count of cell types in the netlist | `~62` |
| Count of yosys warnings during synthesis | `1` |
| Area growth from synthesis to layout | `5.74%` |
| Maximum ir drop on the vdd rail | `between 0.00015 and 0.0002 V` |
| Endpoints left unconstrained | `205` |
| Part of the total power dissipated in the clock network | `between 50% and 60%` |
| Post-CTS Hold Fix Bufs | `0` |
| Post-CTS Setup Repair Bufs | `0` |
| Worst hold path type | `reg -> reg` |
| Pwr Density | `116 nW/um2` |
| TritonCTS clock tree | `done` |
| Cell internal pwr | `0.000616 W` |
| Number of enable flip-flop cells | `102` |
| Psw | `0.000135 W` |
| Sum of negative setup slack | `0 ns` |
| Yosys Chip Area | `6120 um2` |
| Pin count of the biggest net entering global routing | `98` |
| Sequential share of power | `46.6%` |
| Vias in the first global route | `3588` |
| Max Slew Vio Count | `0` |
| Floorplan row count | `40` |
| Boundary Pins | `11` |
| Minimum setup slack among reg-to-reg paths | `1.83 ns` |
| List of cells traversed by the critical path | `nand4_1 -> nor3_2 -> nand3_2 -> or3_1 -> a21oi_1` |
| Portion of the clock cycle consumed by the worst path in the final layout | `52.0%` |
| Unrepaired setup endpoints after global routing | `false` |
| Top area cells in the synthesized netlist | `sky130_fd_sc_hd__edfxtp_1 (50%), sky130_fd_sc_hd__dfxtp_1 (11%), sky130_fd_sc_hd__xor2_1 (3.7%), sky130_fd_sc_hd__nand2_1 (3.3%), sky130_fd_sc_hd__nor2_1 (2.9%)` |
| Commonest register cell after synthesis | `sky130_fd_sc_hd__edfxtp_1` |
| CTS H-tree depth | `2` |
| Area occupied by registers | `3720 um2` |
| Detailed-route via count | `3730` |
| Die width | `~110 um` |
| Final hold violation count | `0` |
| Antenna viol nets, final | `0` |
| Fillcell total | `1011` |
| Cells after synthesis | `530` |
| Gp weighted congestion | `approximately 0.83` |
| Clock Skew | `~0.0024 ns` |
| Req. time, crit path | `roughly 4.0 ns` |
| Number of maximum-capacitance constraint violations | `0` |
| Number of optimization iterations in the first detailed-route pass | `4` |
[cell usage after synthesis (all sizes together), types with 2 or more instances]
library cell and number:
edfxtp 102, nor2 57, nand2 53, dfxtp 33
and3 26, xor2 26, buf 22, nand3 20
a21o 17, a21oi 17, inv 16, o21ai 16
nand4 12, xnor2 12, nor3 10, clkbuf 9
nor4 9, nand2b 7, nor2b 7, ha 6
o21a 6, o31ai 5, or3 5, and2 4
a211oi 3, a31oi 3, or2 3, a22oi 2
and4 2, mux2 2, o22a 2, o22ai 2
or4 2
[power by group through the flow]
stage	Combinational, W	Clock (W)	Sequential (W)
after global routing	0.00000727	0.000427	0.000349
final	0.00000658	0.000395	0.000349
after CTS	0.00000669	0.000403	0.000349
[cells by family (layout without fill, tap and decap cells)]
group	after synthesis	after routing	synth area share, %
AOI/OAI and AO/OA	78	78	8.36
xor gates and xnor gates	38	38	5.44
adders and majority gates	6	6	1.23
buffers and inverters	47	41	3.31
DFF	135	135	60.8
muxes	3	3	0.797
and+or+nand+nor	223	223	20.0
[final timing paths]
path,start,end,cells after the start
worst min register to register,counter[0],counter[0],1
worst max-delay path,counter[12],counter[29],5
worst min-delay path,counter[0],counter[0],1
worst max register to register,counter[12],counter[29],5
[cell usage in the layout, fill, tap and decap left out, types with 3 or more instances in the layout]
cell type,synthesis,final
sky130_fd_sc_hd__edfxtp_1,102,102
sky130_fd_sc_hd__nand2_1,53,53
sky130_fd_sc_hd__nor2_1,48,47
sky130_fd_sc_hd__dfxtp_1,33,33
sky130_fd_sc_hd__xor2_1,26,26
sky130_fd_sc_hd__and3_1,26,26
sky130_fd_sc_hd__nand3_1,18,18
sky130_fd_sc_hd__a21oi_1,17,17
sky130_fd_sc_hd__a21o_1,17,17
sky130_fd_sc_hd__inv_1,13,13
sky130_fd_sc_hd__o21ai_0,13,13
sky130_fd_sc_hd__xnor2_1,12,12
sky130_fd_sc_hd__nand4_1,10,10
sky130_fd_sc_hd__nor2_2,9,10
sky130_fd_sc_hd__clkdlybuf4s50_1,0,9
sky130_fd_sc_hd__buf_4,0,8
sky130_fd_sc_hd__nor3_1,7,7
sky130_fd_sc_hd__nand2b_1,7,7
sky130_fd_sc_hd__nor2b_1,6,6
sky130_fd_sc_hd__o21a_1,6,6
sky130_fd_sc_hd__nor4_1,6,6
sky130_fd_sc_hd__ha_1,6,6
sky130_fd_sc_hd__o31ai_1,5,5
sky130_fd_sc_hd__or3_1,5,5
sky130_fd_sc_hd__clkbuf_16,0,5
sky130_fd_sc_hd__a211oi_1,3,3
sky130_fd_sc_hd__and2_1,4,3
sky130_fd_sc_hd__a31oi_1,3,3
sky130_fd_sc_hd__o21ai_1,3,3
[layer usage]
metal / up-vias / part of all wire, % / global-route usage (%)
met4: 0 / 0.11 / 0.533
li1: 1877 / - / -
met2: 53 / 43 / 27.0
met1: 1798 / 53 / 36.5
met5: - / 0 / 0
met3: 2 / 3.3 / 3.30
[worst reg2reg max path, cell delays in order (launching register included)]
cell and delay [ns]:
sky130_fd_sc_hd__dfxtp_1 0.42, sky130_fd_sc_hd__nand4_1 0.21, sky130_fd_sc_hd__nor3_2 0.61, sky130_fd_sc_hd__nand3_2 0.16
sky130_fd_sc_hd__or3_1 0.36, sky130_fd_sc_hd__a21oi_1 0.14
[layout make-up]
cell class / count / area share (%)
Sequential cell: 135 / 57.5
Timing Repair Buffer: 17 / 2.32
Multi-Input combinational cell: 348 / 34.1
Clock buffer: 8 / 2.26
Tap cell: 147 / 2.84
Inverter: 16 / 0.967
[sequential cells by signal, indices dropped and copies added, names as in the netlist]
name         count
memory          67
counter         32
unit_name        8
data             7
forc_detect      5
prev_forc        5
block_name       4
state            4
ack              1
clk_115200       1
tx               1
[stage by stage]
step	area [um2]	util (%)	worst slack, ns
6_report	6470	54.1	1.83
5_1_grt	6470	54.1	1.62
4_1_cts	6470	54.1	1.83
3_5_place_dp	6330	52.9	1.83
3_3_place_gp	6330	52.9	1.88
2_1_floorplan	6120	-	1.66
Power and IR drop assume default switching activity.
